==> config.mk <==
export PLATFORM = sky130hd
export DESIGN_NAME = PSGEnvGen
export DESIGN_NICKNAME = PSGEnvGen
export VERILOG_FILES = /design/flow/design.v
export SDC_FILE = /design/flow/constraint.sdc
export NUM_CORES = 4
export LEC_CHECK = 1
export CORE_UTILIZATION = 40
==> constraint.sdc <==
current_design PSGEnvGen

set clk_period 15.9
set clk_io_pct 0.2

create_clock -name clk0 -period $clk_period [get_ports {clk}]

set non_clock_inputs [all_inputs -no_clocks]
set_input_delay [expr $clk_period * $clk_io_pct] -clock clk0 $non_clock_inputs
set_output_delay [expr $clk_period * $clk_io_pct] -clock clk0 [all_outputs]
==> design.v <==
module PSGEnvGen(rst, clk, cnt,
	gate,
	attack0, attack1, attack2, attack3,
	decay0, decay1, decay2, decay3,
	sustain0, sustain1, sustain2, sustain3,
	relese0, relese1, relese2, relese3,
	o);
	parameter pChannels = 4;
	parameter pPrescalerBits = 8;
	input rst;							 
	input clk;							 
	input [pPrescalerBits-1:0] cnt;		 
	input [15:0] attack0;
	input [15:0] attack1;
	input [15:0] attack2;
	input [15:0] attack3;
	input [11:0] decay0;
	input [11:0] decay1;
	input [11:0] decay2;
	input [11:0] decay3;
	input [7:0] sustain0;
	input [7:0] sustain1;
	input [7:0] sustain2;
	input [7:0] sustain3;
	input [11:0] relese0;
	input [11:0] relese1;
	input [11:0] relese2;
	input [11:0] relese3;
	input [3:0] gate;
	output [7:0] o;
	reg [7:0] sustain;
	reg [15:0] attack;
	reg [17:0] decay;
	reg [17:0] relese;
	reg [7:0] envCtr [3:0];
	reg [7:0] envCtr2 [3:0];
	reg [7:0] iv [3:0];			 
	reg [2:0] icnt [3:0];		 
	reg [19:0] envDvn [3:0];
	reg [2:0] envState [3:0];
	reg [2:0] envStateNxt;
	reg [15:0] envStepPeriod;	 
	reg [7:0] envCtrx;
	reg [19:0] envDvnx;
	wire [15:0] attack_x;
	wire [11:0] decay_x;
	wire [7:0] sustain_x;
	wire [11:0] relese_x;
	integer n;
    wire [1:0] sel = cnt[1:0];
	mux4to1 #(16) u1 (
		.e(1'b1),
		.s(sel),
		.i0(attack0),
		.i1(attack1),
		.i2(attack2),
		.i3(attack3),
		.z(attack_x)
	);
	mux4to1 #(12) u2 (
		.e(1'b1),
		.s(sel),
		.i0(decay0),
		.i1(decay1),
		.i2(decay2),
		.i3(decay3),
		.z(decay_x)
	);
	mux4to1 #(8) u3 (
		.e(1'b1),
		.s(sel),
		.i0(sustain0),
		.i1(sustain1),
		.i2(sustain2),
		.i3(sustain3),
		.z(sustain_x)
	);
	mux4to1 #(12) u4 (
		.e(1'b1),
		.s(sel),
		.i0(relese0),
		.i1(relese1),
		.i2(relese2),
		.i3(relese3),
		.z(relese_x)
	);
	always @(attack_x)
		attack <= attack_x;
	always @(decay_x)
		decay <= decay_x;
	always @(sustain_x)
		sustain <= sustain_x;
	always @(relese_x)
		relese <= relese_x;
	always @(sel)
		envCtrx <= envCtr[sel];
	always @(sel)
		envDvnx <= envDvn[sel];
	always @(sel or gate or sustain)
	begin
		case (envState[sel])
		0:
			if (gate[sel])
				envStateNxt <= 1;
			else
				envStateNxt <= 0;
		1:
			if (envCtrx==8'hFE) begin
				if (sustain==8'hFF)
					envStateNxt <= 3;
				else
					envStateNxt <= 2;
			end
			else
				envStateNxt <= 1;
		2:
			if (envCtrx==sustain)
				envStateNxt <= 3;
			else
				envStateNxt <= 2;
		3:
			if (~gate[sel])
				envStateNxt <= 4;
			else
				envStateNxt <= 3;
		4: begin
			if (envCtrx==8'h00)
				envStateNxt <= 0;
			else if (gate[sel])
				envStateNxt <= 3;
			else
				envStateNxt <= 4;
			end
		default:
			envStateNxt <= 0;
		endcase
	end
	always @(posedge clk)
		if (rst) begin
		    for (n = 0; n < pChannels; n = n + 1)
		        envState[n] <= 0;
		end
		else if (cnt < pChannels)
			envState[sel] <= envStateNxt;
	always @(posedge clk)
		if (rst) begin
		    for (n = 0; n < pChannels; n = n + 1) begin
		        envCtr[n] <= 0;
		        envCtr2[n] <= 0;
		        icnt[n] <= 0;
		        iv[n] <= 0;
		    end
		end
		else if (cnt < pChannels) begin
			case (envState[sel])
			0:
				begin
				envCtr[sel] <= 0;
				envCtr2[sel] <= 0;
				icnt[sel] <= 0;
				iv[sel] <= 0;
				end
			3:
				begin
				envCtr2[sel] <= 0;
				icnt[sel] <= 0;
				iv[sel] <= sustain >> 3;
				end
			1:
				begin
				icnt[sel] <= 0;
				iv[sel] <= (8'hff - sustain) >> 3;
				if (envDvnx==20'h0) begin
					envCtr2[sel] <= 0;
					envCtr[sel] <= envCtrx + 1;
				end
				end
			2,
			4:
				if (envDvnx==20'h0) begin
					envCtr[sel] <= envCtrx - 1;
					if (envCtr2[sel]==iv[sel]) begin
						envCtr2[sel] <= 0;
						if (icnt[sel] < 3'd7)
							icnt[sel] <= icnt[sel] + 1;
					end
					else
						envCtr2[sel] <= envCtr2[sel] + 1;
				end
			endcase
		end
	always @(sel or attack or decay or relese)
	begin
		case(envState[sel])
		1:	envStepPeriod <= attack;
		2:		envStepPeriod <= decay;
		4:	envStepPeriod <= relese;
		default:		envStepPeriod <= 16'h0;
		endcase
	end
	wire [19:0] envStepPeriod1 = {4'b0,envStepPeriod} << icnt[sel];
	always @(posedge clk)
		if (rst) begin
			for (n = 0; n < pChannels; n = n + 1)
				envDvn[n] <= 0;
		end
		else if (cnt < pChannels) begin
			if (envDvnx==20'h0)
				envDvn[sel] <= envStepPeriod1;
			else
				envDvn[sel] <= envDvnx - 1;
		end
	assign o = envCtrx;
endmodule
module mux4to1(e, s, i0, i1, i2, i3, z);
parameter WID=4;
input e;
input [1:0] s;
input [WID:1] i0;
input [WID:1] i1;
input [WID:1] i2;
input [WID:1] i3;
output [WID:1] z;
reg [WID:1] z;
always @(e or s or i0 or i1 or i2 or i3)
	if (!e)
		z <= {WID{1'b0}};
	else begin
		case(s)
		2'b00:	z <= i0;
		2'b01:	z <= i1;
		2'b10:	z <= i2;
		2'b11:	z <= i3;
		endcase
	end
endmodule
==> run.sh <==
#!/bin/bash
# OpenROAD 26Q1-2900-gdf79404cd8, Yosys 0.63+post, stock flow scripts
make -C /OpenROAD-flow-scripts/flow DESIGN_CONFIG=/design/flow/config.mk WORK_HOME=/design/flow/orfs finish
==> reports/metrics.yaml <==
crit_path_start_kind: "primary input"
grt_antenna_before_repair: 0
crit_type: "primary input to output port"
drive_above_1_share_pct: 15.2
wl_mm: 34.4
synthFlopType: "edfxtp_1"
cp_common_cell: "buf_4"
path_clk_slew_ns: 0.07
postSynthCellCount: 983
h-tree-depth: 4
yosys_area_sq_um: 11900
area.growth.synth_to_final_pct: 25.4
reg2reg_from: "envDvn[3][5]"
seq_area_frac_synth_pct: 47.5
cp_max_fo: 43
fin_worst_skew_ns: 0.0203
finalCritPeriodShare_pct: 52.6
synth-edff-count: 188
power_density_nw_per_um2: 84.1
vias: 8998
avgSynthCellArea_sq_um: 12.1
drtIter0Drc: 610
status: "finished clean"
post_cts_buffers: 0
ir_worst_vdd_uv: 66.6
min_path_type: "flop to flop"
final_max_slew_viol_count: 0
fp-row-count: 62
gr-total-overflow: 0
worstMarginPinSlew_ns: 0.861
r2r_cells: 7
required_ns: 12.72
critPathSlowestCell: "buf_4"
cts_buffers: 17
die_y_um: 174
io_buffer_count: 213
viasPerCell: 5.80
ant_nets: 0
cpPeakStageDelay_ns: 0.59
tns_ns: 0
fp-utilization_pct: 41.0
yosys_cells: 983
ctsHoldBuffers: 0
final.min_clock_period_ns: 8.36
cts_sinks: 188
rsz0062_at_grt: "no"
relSlewSlack_pct: 42.5
rr_endpoint: "icnt[3][1]"
io_pins: 214
rrSetupSlack_ns: 11.79
fillCellCount: 2464
setup_violations: 0
first_pass_iters: 5
top_area_share_pct: 47.5
holdPathEnd: "envCtr2[3][0]"
end_kind: "output port"
worstSkewPairLatency_ns: 0.44
dieArea_sq_um: 30400
diodes: 0
grt_max_degree: 51
core_sq_um: 28900
largest_area_cell: "edfxtp_1"
die_w_um: 174
cts_resized: 0
whs_ns: 0.899
warnings: 29
place.gp.congestion: 0.899
drv_cap: 0
cts_tree: "done"
clockBufferDepth: 2
p_leak_nw: 5.19
fmax_ghz: 0.120
netlist_top_cells_count: "188 x edfxtp_1, 156 x nor2_1, 93 x mux4_2, 51 x nor3_1, 44 x clkbuf_1"
synth_cell_type_count: 66
drc: 0
grt_use_total_pct: 24.7
worstPathArrival_ns: 5.18
grt_pass1_wl_mm: 53.5
yosysWarnings: 4
routedWlPerCell_um: 22.2
finalHoldViolCount: 0
synthArstFlopShare_pct: 0
min_from: "envCtr2[0][0]"
first_global_vias: 9202
crit_chain: "buf_4, buf_4, mux4_2, clkdlybuf4s50_1"
syn_area_sq_um: 11900
ys_seq_elements: 188
synth_dominant_cell_count: "edfxtp_1"
topCellsByArea: "edfxtp_1 48%, mux4_2 18%, nor2_1 4.9%"
min_path_cells: 2
clk_root_buffer_cell: "clkbuf_16"
post-dp-hpwl_mm: 24.7
## worst max-delay path: cells and delay by family
family | cells | cell delay [ns]
buffers and inverters | 3 | 1.41
muxes | 1 | 0.54
## layout make-up
cell class                 instances  area [sq um]  area share [%]
sequential                       188          5650            37.9
clock inverter                    15           193            1.29
tap                              384           480            3.23
multi-input combinational        673          5690            38.2
timing repair buffer             236          2300            15.5
inverter                          39           146           0.983
clock buffer                      17           425            2.86
## placed cells by master (no fill, tap or decap), types with 6 or more instances in the layout
cell type        count
a211o_1              8
clkdlybuf4s50_1    211
o21ai_2              7
ha_1                 8
buf_4               24
a21oi_1             10
a211oi_1            25
mux4_2              93
nor4bb_1            30
a22oi_1              6
nand2_1             39
nor3_1              51
nand4_1             10
inv_1               39
mux2i_1             14
xnor2_1             24
nand3_1             13
edfxtp_1           188
xor2_1              17
nor2_1             156
nor2b_1              6
or3_1               12
clkinv_8             6
o211ai_1             9
nor4_1              15
clkbuf_16           17
o21ai_0             23
nand2b_1            10
## through the flow
stage	cell area [sq um]	cells	total power [mW]	setup slack (ns)	utilization [%]
after detailed placement	14300	1520	0.831	7.09	49.3
final	14900	1552	1.25	7.54	51.5
after global routing	14900	1552	1.30	7.15	51.5
after floorplan	11900	983	0.729	7.82	-
after CTS	14900	1552	1.26	7.51	51.5
after global placement	14300	1520	0.832	7.18	49.3
## state kept, by name, indices dropped and copies added, names as in the netlist
signal,cells
envCtr2,32
envState,12
envDvn,80
envCtr,32
iv,20
icnt,12
## logic make-up (layout without fill, tap and decap cells)
kind of cell / Yosys count / in the layout / share of synthesized area (%)
AND-OR/OR-AND: 130 / 130 / 7.67
flip-flops: 188 / 188 / 47.5
buffers and inverters: 122 / 307 / 4.62
multiplexers: 112 / 112 / 19.3
adder cells (fa/ha/maj): 9 / 9 / 0.927
AND/OR/NAND/NOR: 381 / 381 / 16.9
XOR/XNOR: 41 / 41 / 3.02
## power by group
| group | internal (mW) | leakage (nW) | switching (mW) |
|---|---|---|---|
| sequential | 0.560 | 1.94 | 0.00442 |
| clock | 0.215 | 0.295 | 0.217 |
| combinational | 0.127 | 2.96 | 0.130 |
## worst max-delay path by stage
stage,startpoint,endpoint,slack [ns],cells past startpoint
final,cnt[1],o[5],7.54,4
after global routing,cnt[0],icnt[3][0],7.15,10
after CTS,cnt[1],o[2],7.51,4
## routing by layer
metal / vias up / wire length (um) / GRT usage [%]
li1: 4150 / - / -
met1: 4425 / 14100 / 36.9
met2: 405 / 16600 / 38.8
met3: 18 / 3360 / 8.49
met4: 0 / 356 / 2.41
met5: - / 0 / 0
Power is estimated from default activity; no workload was simulated.
