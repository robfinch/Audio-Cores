==> design.v <==
`timescale 1ns / 1ps
module PSGFilter(rst, clk, cnt, wr, adr, din, i, o);
parameter pTaps = 16;
input rst;
input clk;
input [7:0] cnt;
input wr;
input [3:0] adr;
input [12:0] din;
input [14:0] i;
output [14:0] o;
reg [14:0] o;
reg [30:0] acc;                  
reg [14:0] tap [0:pTaps-1];      
integer n;
reg [11:0] coeff [0:pTaps-1];    
reg [pTaps-1:0] sgn;             
initial begin
	for (n = 0; n < pTaps; n = n + 1)
	begin
		coeff[n] <= 0;
		sgn[n] <= 0;
	end
end
always @(posedge clk)
    if (wr) begin
        coeff[adr] <= din[11:0];
        sgn[adr] <= din[12];
    end
always @(posedge clk)
    if (cnt==8'd0) begin
        tap[0] <= i;
        for (n = 1; n < pTaps; n = n + 1)
        	tap[n] <= tap[n-1];
    end
wire [26:0] mult = coeff[cnt[3:0]] * tap[cnt[3:0]];
always @(posedge clk)
    if (rst)
        acc <= 0;
    else if (cnt==8'd0)
        acc <= sgn[cnt[3:0]] ? 0 - mult : 0 + mult;
    else if (cnt < pTaps)
        acc <= sgn[cnt[3:0]] ? acc - mult : acc + mult;
always @(posedge clk)
    if (rst)
        o <= 0;
    else if (cnt==8'd0)
        o <= acc[30:16];
endmodule
==> run.sh <==
#!/bin/bash
# OpenROAD 26Q1-2900-gdf79404cd8, Yosys 0.63+post, stock flow scripts
make -C /OpenROAD-flow-scripts/flow DESIGN_CONFIG=/design/flow/config.mk WORK_HOME=/design/flow/orfs finish
==> config.mk <==
export PLATFORM = sky130hd
export DESIGN_NAME = PSGFilter
export DESIGN_NICKNAME = PSGFilter
export VERILOG_FILES = /design/flow/design.v
export SDC_FILE = /design/flow/constraint.sdc
export NUM_CORES = 4
export LEC_CHECK = 1
export CORE_UTILIZATION = 50
==> constraint.sdc <==
current_design PSGFilter

set clk_period 25.0
set clk_io_pct 0.2

create_clock -name clk0 -period $clk_period [get_ports {clk}]

set non_clock_inputs [all_inputs -no_clocks]
set_input_delay [expr $clk_period * $clk_io_pct] -clock clk0 $non_clock_inputs
set_output_delay [expr $clk_period * $clk_io_pct] -clock clk0 [all_outputs]
==> flow_summary.ini <==
; yosys + openroad results
[detailed_routing]
firstDrtPassIters = 5
postRouteAntennaNets = 0
top_layer = met5
num_vias = 17112
wl_met1_um = 24500
first_iter_violations = 1114
wl_met3_um = 7240
vias_per_cell = 5.78
wl_met2_um = 28300
drc_errors = 0
finalWirelength_um = 61100
diodes = 0
post_drt_wl_per_cell_um = 20.6

[sta]
finalHoldViolCount = 0
fin_crit_ns = 15.16
fin_setup_tns_ns = 0
worstMarginPinSlew_ns = 1.03
final_max_slew_viol_count = 0
rsz0062_at_grt = false
slew_headroom_pct = 30.7
skew_ns = 0.0197
fmax_ghz = 0.0660
post-route-period-util_pct = 60.6
finalSetupViolations = 0

[logic_synthesis]
yosysWarnings = 2
top_cell_area_share_pct = 49.3
ys_seq_elements = 494
top_area_cell = edfxtp_1
synth_area_um2 = 27300
top_cell = edfxtp_1
topCellsByArea = edfxtp_1 49%, fa_1 9.6%, mux4_2 5.1%
ys_cells = 2171
netlist_instances = 2171
ys.flop_type = edfxtp_1
ys_seq_share_pct = 52.7
netlist-cell-type-count = 82
yosys_area_um2 = 27300
edf_count = 448
synthArstFlopShare_pct = 0
common_cells = 448 x edfxtp_1, 250 x nand2_1, 189 x inv_1
avgSynthCellArea_um2 = 12.6

[clock_network]
cts.clk_slew.worst_paths_ns = 0.06
clkLatencyLatePin_ns = 0.59
clk_path_buf_depth = 3
ctsHoldBuffers = 0
cts_root_buffer = clkbuf_16
post_cts_buffers = 0
cts_buffers = 52
cts_tree = yes
cts_resized = 0
h-tree-depth = 2
cts.sinks = 494

[worst_setup_path]
ff2ff_setup_slack_ns = 15.30
worst_path_max_delay_cell = nor3_2
criticalPathCategory = input port to register
arrival_ns = 15.61
cpMostUsedCell = fa_1
path_max_fanout = 33
endpoint_kind = register
critPathMaxStageDelay_ns = 0.87
required_ns = 25.45
cp-start-kind = input port

[grt]
globalRouteOverflowTotal = 0
antenna_found_initial = 0
grt_pass1_vias = 18117
grt_usage_pct = 24.8
grt_max_degree = 144
grt_pass1_wl_um = 98200

[layout]
drive_gt1_share_pct = 10.0
postLayoutCellArea_um2 = 30300
area_delta_synth_final_pct = 11.2
final.fill_count = 4292

[job]
warning_count = 33
maxCapViolCount = 0

[floorplan]
coreArea_um2 = 53800
top_level_ports = 58
fp.dieW_um = 236
rows = 85
dieArea_um2 = 55500
fp_util_pct = 50.7
die_h_um = 236

[placed_design]
place_area_um2 = 28700
io_buffers = 57
hpwl_um = 40300
gp_congestion = 0.933

[outcome]
outcome = completed

[hold_path]
hold_path_class = register to register
[worst paths after layout]
| check | start | to | depth (start not counted) |
|---|---|---|---|
| hold / removal | tap[3][5] | tap[4][5] | 0 |
| setup reg to reg | tap[2][0] | acc[29] | 36 |
| setup / recovery | cnt[3] | acc[29] | 37 |
| hold reg to reg | tap[3][5] | tap[4][5] | 0 |
[critical path, delay by kind of cell]
family	cells	cell delay [ns]
fa+ha+maj	7	3.29
simple gates	12	3.28
compound gates	10	2.58
buf+inv	6	1.15
xor+xnor	1	0.08
mux	1	0.18
[kinds of logic (layout without fill, tap and decap cells)]
| group | after synthesis | count (layout) | share of synthesized area [%] |
|---|---|---|---|
| xor+xnor | 96 | 96 | 3.08 |
| fa+ha+maj | 232 | 232 | 14.2 |
| flops | 494 | 494 | 52.7 |
| buf+inv | 296 | 390 | 4.17 |
| simple gates | 585 | 585 | 10.2 |
| mux | 75 | 75 | 5.74 |
| compound gates | 393 | 393 | 9.85 |
[layout by cell type (no fill, tap or decap), types with 30 or more instances in the layout]
master	netlist	final
nor3_1	36	30
nand2_1	250	250
clkbuf_16	0	53
o21ai_0	61	60
xor2_1	34	34
inv_1	189	189
ha_1	101	101
a21oi_1	100	100
a22oi_1	70	70
edfxtp_1	448	448
nor2_1	95	95
mux4_2	62	62
buf_4	2	45
nand3_1	37	37
and2_1	68	68
fa_1	131	131
xnor2_1	62	62
clkdlybuf4s50_1	0	53
dfxtp_1	46	46
[metrics by stage]
| stage | hold slack [ns] | util, % | std cells | worst slack, ns |
|---|---|---|---|---|
| final | 0.442 | 56.4 | 2961 | 9.84 |
| after global routing | 0.452 | 56.4 | 2961 | 9.16 |
| after CTS | 0.440 | 56.4 | 2961 | 9.90 |
| after detailed placement | 0.433 | 53.3 | 2864 | 9.29 |
| after global placement | 0.430 | 53.3 | 2864 | 9.50 |
| after floorplan | 0.418 | - | 2171 | 10.23 |
[final cells by class]
class	count	area (um^2)	share of cell area (%)
Timing Repair Buffer	102	903	2.98
Clock buffer	64	1380	4.54
Tap cell	696	871	2.87
Inverter	191	726	2.39
Clock inverter	33	280	0.924
Sequential cell	494	14400	47.4
Multi-Input combinational cell	1381	11800	38.9
[registers in the layout, summed over array words and instances, names as in the netlist]
register  flops
coeff       192
tap         240
sgn          16
o            15
acc          31
[layer usage]
metal	vias to the layer above	track usage, %
li1	7991	-
met1	8286	36.8
met2	745	36.6
met3	88	12.9
met4	2	3.60
met5	-	0.606
