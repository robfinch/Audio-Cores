### design/flow/run.sh
#!/bin/bash
# OpenROAD 26Q1-2900-gdf79404cd8, Yosys 0.63+post, stock flow scripts
make -C /OpenROAD-flow-scripts/flow DESIGN_CONFIG=/design/flow/config.mk WORK_HOME=/design/flow/orfs finish
### design/flow/config.mk
export PLATFORM = sky130hd
export DESIGN_NAME = PSGNoteGen
export DESIGN_NICKNAME = PSGNoteGen
export VERILOG_FILES = /design/flow/design.v
export SDC_FILE = /design/flow/constraint.sdc
export NUM_CORES = 4
export LEC_CHECK = 1
export CORE_UTILIZATION = 50
### design/flow/constraint.sdc
current_design PSGNoteGen

set clk_period 15.1
set clk_io_pct 0.2

create_clock -name clk0 -period $clk_period [get_ports {clk}]

set non_clock_inputs [all_inputs -no_clocks]
set_input_delay [expr $clk_period * $clk_io_pct] -clock clk0 $non_clock_inputs
set_output_delay [expr $clk_period * $clk_io_pct] -clock clk0 [all_outputs]
### design/flow/design.v
`timescale 1ns / 1ps
module PSGNoteGen(rst, clk, cnt, br, bg, bgn, ack, test,
	vt0, vt1, vt2, vt3,
	freq0, freq1, freq2, freq3,
	pw0, pw1, pw2, pw3,
	acc0, acc1, acc2, acc3,
	wave, sync, ringmod, o
);
input rst;
input clk;
input [7:0] cnt;
input ack;
input [11:0] wave;
input [2:0] bgn;		 
output [3:0] br;
input [3:0] bg;
input [3:0] test;
input [4:0] vt0, vt1, vt2, vt3;
input [15:0] freq0, freq1, freq2, freq3;
input [11:0] pw0, pw1, pw2, pw3;
input [3:0] sync;
input [3:0] ringmod;
output [23:0] acc0, acc1, acc2, acc3;	 
output [11:0] o;
wire [15:0] freqx;
wire [11:0] pwx;
reg [23:0] pxacc;
reg [23:0] acc;
reg [11:0] outputT;
reg [7:0] pxacc23x;
reg [7:0] ibr;
integer n;
reg [23:0] accx [3:0];
reg [11:0] pacc [3:0];
wire [1:0] sel = cnt[1:0];
reg [11:0] outputW [3:0];
reg [22:0] lfsr [3:0];
assign br[0] =	ibr[0] & ~bg[0];
assign br[1] =	ibr[1] & ~bg[1];
assign br[2] =	ibr[2] & ~bg[2];
assign br[3] =	ibr[3] & ~bg[3];
wire [4:0] vtx;
always @(sel)
	acc <= accx[sel];
mux4to1 #(16) u1 (.e(1'b1), .s(sel), .i0(freq0), .i1(freq1), .i2(freq2), .i3(freq3), .z(freqx) );
mux4to1 #(12) u2 (.e(1'b1), .s(sel), .i0(pw0), .i1(pw1), .i2(pw2), .i3(pw3), .z(pwx) );
mux4to1 #( 5) u3 (.e(1'b1), .s(sel), .i0(vt0), .i1(vt1), .i2(vt2), .i3(vt3), .z(vtx) );
wire [22:0] lfsrx = lfsr[sel];
wire [7:0] paccx = pacc[sel];
always @(sel)
	pxacc <= accx[sel-1];
wire pxacc23 = pxacc[23];
always @(posedge clk)
	if (cnt < 8'd4)
		pxacc23x[sel] <= pxacc23;
wire synca = ~pxacc23x[sel]&pxacc23&sync[sel];
wire accTran = pacc[sel]!=acc[23:12];
always @(posedge clk)
	if (rst) begin
		for (n = 0; n < 4; n = n + 1)
			pacc[n] <= 0;
	end
	else if (cnt < 8'd4)
		pacc[sel] <= acc[23:12];
always @(posedge clk)
	if (rst) begin
		for (n = 0; n < 8'd4; n = n + 1)
			outputW[n] <= 0;
	end
	else if (ack)
		outputW[bgn] <= wave;
always @(posedge clk)
	if (rst) begin
		ibr <= 0;
	end
	else if (cnt < 8'd4) begin
		if (accTran & vtx[4])
			ibr[sel] <= 1;
		else
			ibr[bgn] <= 0;
	end
always @(posedge clk)
	if (cnt < 8'd4 && paccx[2] != acc[18])
		lfsr[sel] <= {lfsrx[21:0],~(lfsrx[22]^lfsrx[17])};
always @(posedge clk)
	if (rst) begin
		for (n = 0; n < 4; n = n + 1)
			accx[n] <= 0;
	end
	else if (cnt < 8'd4) begin
		if (~test[sel]) begin
			if (synca)
				accx[sel] <= 0;
			else
				accx[sel] <= acc + freqx;
		end
		else
			accx[sel] <= 0;
	end
wire msb = ringmod[sel] ? acc[23]^pxacc23 : acc[23];
always @(acc or msb)
	outputT <= msb ? ~acc[22:11] : acc[22:11];
wire [11:0] outputP = {12{acc[23:12] < pwx}};
wire [11:0] outputS = acc[23:12];
wire [11:0] outputN = lfsrx[11:0];
wire [11:0] out;
PSGNoteOutMux #(12) u4 (.s(vtx), .a(outputT), .b(outputS), .c(outputP), .d(outputN), .e(outputW[sel]), .o(out) );
assign o = out;
assign acc0 = accx[0];
assign acc1 = accx[1];
assign acc2 = accx[2];
assign acc3 = accx[3];
endmodule
`timescale 1ns / 1ps
module PSGNoteOutMux(s, a, b, c, d, e, o);
parameter WID = 12;
input [4:0] s;
input [WID-1:0] a,b,c,d,e;
output [WID-1:0] o;
wire [WID-1:0] o1,o2,o3,o4,o5;
assign o1 = s[4] ? e : {WID{1'b1}};
assign o2 = s[3] ? d : {WID{1'b1}};
assign o3 = s[2] ? c : {WID{1'b1}};
assign o4 = s[1] ? b : {WID{1'b1}};
assign o5 = s[0] ? a : {WID{1'b1}};
assign o = o1 & o2 & o3 & o4 & o5;
endmodule
module mux4to1(e, s, i0, i1, i2, i3, z);
parameter WID=4;
input e;
input [1:0] s;
input [WID:1] i0;
input [WID:1] i1;
input [WID:1] i2;
input [WID:1] i3;
output [WID:1] z;
reg [WID:1] z;
always @(e or s or i0 or i1 or i2 or i3)
	if (!e)
		z <= {WID{1'b0}};
	else begin
		case(s)
		2'b00:	z <= i0;
		2'b01:	z <= i1;
		2'b10:	z <= i2;
		2'b11:	z <= i3;
		endcase
	end
endmodule
==> results.txt <==
Implementation results. Maximum clock skew at final layout landed at 0.0170 ns. The cell family contributing the most delay on the critical path is buffers and inverters. Detailed-route vias per instance landed at 5.90. For reference, the post-synthesis area per instance comes to 13.6 um2. Of the total synthesized cell area, the portion taken by XOR and XNOR cells is 2.58%. Leakage component of the power landed at 6.86 nW. Number of I/O pins landed at 286. The flow reports that combinational logic draws 15.9% of the design power. In the final report, the number of endpoints failing setup comes to 0. Of the total synthesized cell area, the portion taken by AND-OR and OR-AND cells is 8.06%. Entering global routing, the biggest net connects 59 pins. In this design, the critical path's most frequently occurring cell is buf_4. After layout, the minimum clock period comes to 10.94 ns. Maximum buffer depth of the clock tree landed at 3. The top cell type in the final layout, fill and taps aside, is edfxtp_1. Hold violation count in the final report landed at 0.

Worst setup margin landed at 4.16 ns. Total power per unit cell area landed at 107 nW/um2. In this run the tightest slew margin relative to its limit is 41.1%. Distinct cell type count after synthesis landed at 58. Summing over every cut layer, the via total after detailed routing is 10400. For this sky-water flow run, the detailed-routed wirelength per cell is reported as 25.9 um. Sequential cells burn 45.8% of the power. Number of DRC markers in iteration 0 landed at 792. Count of state elements after synthesis landed at 292. After its last routability iteration, the placer logged a weighted congestion of 0.912. For the worst reg-to-reg path, the endpoint reported by OpenROAD is accx[3][23]. In this run the clock root is driven by a clkbuf_16.

Setup fix buffers added after clock tree synthesis landed at 0. Critical path arrival landed at 7.92 ns. Transition time at the pin with the least slew margin landed at 0.879 ns. At the placement stage, the worst setup path has a slack of 4.13 ns. Area fraction in mux cells landed at 11.4%. In this run, post-CTS repair resized a total of 0 instances. Global-route wire length before repair landed at 67.4 mm. OpenSTA lists the critical path endpoint as o[11]. The worst hold path begins at ibr[3]. STA classifies the critical path startpoint as an input port. Once detailed placement completed, the half-perimeter wirelength came to 32.0 mm. Hold is met by 0.492 ns. The type recorded for the worst min-delay path is flop to flop. For the final routed database, the setup TNS stands at 0 ns. In this run, the synthesized area fraction spent on adder and majority cells is recorded as 3.31%. Input and output buffers added on the ports amount to 285. In this run the cell area of the synthesized design comes to 14600 um2. For this run, design rule violations remaining after detail routing come to 0. Number of search-and-repair iterations in the first detailed-routing pass landed at 7. The worst path uses 72.5% of the clock period. Stage delay of the slowest cell on the critical path landed at 0.64 ns. Leaving out fill and tap cells, the most frequent cells in the layout are edfxtp_1, clkdlybuf4s50_1, nor2_1, mux4_2. Remaining antenna violation count after routing landed at 0. Number of cells in Yosys stat landed at 1075. Excluding fillers, the count of instances in the completed layout stands at 1763. Of the cells placed in the final design, the portion with a size suffix greater than 1 is 11.9%. Across all stage logs, warnings added up to 34.

Including well taps, the total number of placed cells is 1705. Max capacitance violation total landed at 0. Setup repair after global routing left no endpoint under its margin.

After filler insertion, the fill cell instance count of the layout stands at 2126. Area fraction in and, or, nand and nor cells after synthesis landed at 11.9%. Number of gates on the worst path with buffers counted landed at 16. Total global routing overflow landed at 0. Slack of the worst reg-to-reg path landed at 11.67 ns. Area added between synthesis and finish landed at 29.2%.

The report lists the number of standard-cell rows as 62. The worst setup path is captured at an output pin. Top fanout value on the critical path landed at 35. H-tree depth reported by CTS landed at 1.

The die covers 29900 um2. For the worst setup path, the data required time is 12.08 ns. The analysis attributes to net switching a power of 0.481 mW. Number of hold-repair buffers added at the cts stage landed at 0. Sink count of the clock tree landed at 292. The slowest stage of the critical path belongs to the cell buf_4.

Insertion delay at the late pin of the worst-skew pair landed at 0.56 ns. Path depth of the worst reg2reg path landed at 9. Core utilization at floorplan landed at 50.9%. Worst vdd rail ir drop landed at 0.0940 mV. Cell count after synthesis landed at 1075.

The internal power of the cells totals 1.54 mW. In this build the clock could be raised as far as 91.4 MHz. The synthesis run identifies the leading combinational cell family as simple AND/OR/NAND/NOR gates.

Counting flops with a built-in enable in the synthesized netlist gives 288. Net switching fraction of the power landed at 23.8%. The critical path is of the input port to output pin type. The number of cells on the worst hold path is listed as 2. Post-CTS clock slew at the launch and capture registers of the worst setup and hold paths landed at 0.06 ns. The flow ran to the end, and the final reports show no timing, DRC or antenna violations. Initial antenna violation count landed at 2. Per STA, the startpoint of the critical path is cnt[0].

Counting the buffers created by CTS gives 30. Yosys reported that registers with async set or reset make up 0%. Area of the placeable core landed at 28700 um2. Total global-route track usage over all layers is 34.2%. Per the OpenROAD floorplan log, the width of the die is 173 um. The area recorded from the Yosys report for this design is 14600 um2. In this run the critical path is formed by buf_4 > buf_4 > buf_4 > ha_1 > buf_4 > a222oi_1 > nand2_1 > o21ai_0 > ha_1 > a21o_1 > a21o_1 > a21oi_1 > nand3_1 > o21ai_1 > and3_1 > clkdlybuf4s50_1.

The launch point of the worst register-to-register path is recorded as accx[1][1]. TritonCTS built the clock tree. Counting pins that exceed their max-slew limit in the final report gives 0.

The via count of the first global-routing pass was 11000. The clock network is responsible for 38.3% of the overall power. Measured along the y axis, the die boundary spans 173 um.

During synthesis, Yosys emitted a total of 4 warnings. Overall routed net length landed at 45.6 mm. Sequential element share of the synthesized area landed at 59.8%.

The commonest register cell is edfxtp_1. Together, buffers and inverters on the worst path number 5.
[synth_stat cells, types with 10 or more instances]
| library cell | n | share of area, % |
|---|---|---|
| edfxtp_1 | 288 | 59 |
| nor2_1 | 137 | 3.5 |
| mux4_2 | 71 | 11 |
| a21oi_1 | 62 | 2.1 |
| nand2_1 | 62 | 1.6 |
| and2_1 | 58 | 2.5 |
| clkbuf_1 | 39 | 1.0 |
| ha_1 | 37 | 3.2 |
| a222oi_1 | 33 | 2.3 |
| o21ai_0 | 32 | 1.1 |
| and3_1 | 24 | 1.0 |
| xor2_1 | 23 | 1.4 |
| inv_1 | 22 | 0.57 |
| xnor2_1 | 20 | 1.2 |
| buf_2 | 13 | 0.45 |
| o22ai_1 | 13 | 0.56 |
| and4_1 | 11 | 0.66 |
| nand3_1 | 11 | 0.38 |
| a21o_1 | 10 | 0.51 |
[tightest hold or removal path: stages, from the launching register on]
cell,delay [ns]
dfxtp_1,0.32
o21ai_0,0.07
a21oi_1,0.06
[routing by layer]
metal | GRT usage, % | wire (um) | vias up
li1 | - | - | 4703
met2 | 50.6 | 21500 | 667
met5 | 0 | 14 | -
met3 | 19.3 | 6460 | 62
met1 | 48.0 | 16400 | 4961
met4 | 7.41 | 1180 | 2
[per-stage QoR]
| stage | power [mW] | area (um2) | utilization [%] |
|---|---|---|---|
| final | 2.02 | 18900 | 65.7 |
| after global routing | 2.09 | 18900 | 65.7 |
| after CTS | 2.03 | 18800 | 65.7 |
| after detailed placement | 1.26 | 17800 | 62.1 |
| after global placement | 1.26 | 17800 | 62.1 |
| after floorplan | 1.11 | 14600 | - |
[sequential cells by signal (all words and copies together), names as in the netlist]
signal	flops
accx	96
pxacc23x	4
pacc	48
ibr	4
outputW	48
lfsr	92
[kinds of logic after synthesis]
kind of cell / count (synthesis)
adder cells (fa/ha/maj): 38
flip-flops: 292
XOR/XNOR: 43
buffers and inverters: 93
multiplexers: 77
AND/OR/NAND/NOR: 354
AND-OR/OR-AND: 178
[worst min-delay path by stage]
| stage | to | slack (ns) |
|---|---|---|
| after CTS | ibr[0] | 0.49 |
| after global routing | ibr[0] | 0.54 |
| final | ibr[3] | 0.49 |
[power by group through the flow]
stage | logic, mW | registers [mW] | clock network (mW)
final | 0.322 | 0.926 | 0.774
after CTS | 0.322 | 0.926 | 0.782
after global routing | 0.348 | 0.928 | 0.815
[area by class of cell]
cell class                 count  area (um2)  share of cell area, %
sequential                   292        8730                   46.3
multi-input combinational    690        5450                   28.9
timing repair buffer         314        3070                   16.3
clock buffer                  39         806                   4.27
tap                          384         480                   2.55
clock inverter                16         225                   1.19
inverter                      25        93.8                  0.498
antenna                        3        7.51                 0.0398
Power figures rest on the tool's default switching activity, not on a simulated workload.
